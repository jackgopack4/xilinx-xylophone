--- ./config.mk ---
export PLATFORM = sky130hd
export DESIGN_NAME = spart
export DESIGN_NICKNAME = spart
export VERILOG_FILES = /design/flow/design.v
export SDC_FILE = /design/flow/constraint.sdc
export NUM_CORES = 4
export LEC_CHECK = 1
export CORE_UTILIZATION = 30
--- ./design.v ---
`timescale 1ns / 1ps
module baud_rate_gen(
	input clk, 
	input rst, 
	output reg en, 
	input [7:0] data, 
	input sel_low, 
	input sel_high
	);
reg [15:0] divisor_buffer;
reg state, nxt_state;
reg load_counter, en_counter;
reg [11:0] counter, counter_start;
localparam SEND_SIGNAL = 0;
localparam WAIT = 1;
always @ (posedge clk, posedge rst)
	if(rst)
		divisor_buffer <= 16'h0000;
	else if(sel_low)
		divisor_buffer <= {divisor_buffer[15:8], data};
	else if(sel_high)
		divisor_buffer <= {data, divisor_buffer[7:0]};
always @ (posedge clk, posedge rst)
	if(rst)
		state <= SEND_SIGNAL;
	else
		state <= nxt_state;
always @ (posedge clk, posedge rst)
	if(rst)
		counter <= 12'h000;
	else if(load_counter)
		counter <= counter_start;
	else if(en_counter)
		counter <= counter - 1;
always @ (*) begin
	counter_start = 0;
	case(divisor_buffer[15:12])
		4'h1 : counter_start = 12'h515;
		4'h2 : counter_start = 12'h28B;
		4'h4 : counter_start = 12'h145;
		4'h9 : counter_start = 12'h0A3;
	endcase
end
always @ (clk, rst, state, counter) begin
	en = 0;
	load_counter = 0;
	en_counter = 0;
	nxt_state = SEND_SIGNAL;
	case(state)
		SEND_SIGNAL : begin
			en = 1;
			load_counter = 1;
			nxt_state = WAIT;
		end
		WAIT : begin
			if(~(|counter))
				nxt_state = SEND_SIGNAL;
			else begin
				en_counter = 1;
				nxt_state = WAIT;
			end
		end
	endcase
end
endmodule
module bus_interface(
	input iocs,
	input iorw,
	input [1:0] ioaddr,
	input rda,
	input tbr,
	input [7:0] databus_in,
	output reg [7:0] databus_out,
	input [7:0] data_in,
	output reg [7:0] data_out,
	output reg wrt_db_low,
	output reg wrt_db_high,
	output reg wrt_tx,
	output reg rd_rx,
	output reg databus_sel
	);
	always @ (*) begin
		data_out = 8'h00;
		wrt_db_low = 0;
		wrt_db_high = 0;
		wrt_tx = 0;
		databus_sel = 0;
		databus_out = 8'h00;
		rd_rx = 0;
		if(iocs) begin
			case(ioaddr)
				2'b00 : begin
					if(iorw) begin
						databus_sel = 1;
						databus_out = data_in;
						rd_rx = 1;
					end
					else begin
						data_out = databus_in;
						wrt_tx = 1;
					end
				end
				2'b01 : begin
					if(iorw) begin
						databus_sel = 1;
						databus_out = {6'b000000, rda, tbr};
					end
				end
				2'b10 : begin
					data_out = databus_in;
					wrt_db_low = 1;		 
				end
				2'b11 : begin
					data_out = databus_in;
					wrt_db_high = 1;	 
				end
			endcase
		end
	end
endmodule
`timescale 1ns / 1ps
module rx(
		clk,
		rst,
		RxD,
		Baud,		 
		RxD_data,	 
		RDA,		 
		rd_rx		 
		);
	input clk, rst, RxD, Baud, rd_rx;
	output [7:0] RxD_data;
	output reg RDA;
	parameter IDLE = 2'b00;
	parameter STRTBIT = 2'b01;
	parameter RCV = 2'b10;
	parameter DONE = 2'b11;
	reg [1:0] state, nxt_state;
	reg RxD_ff1, RxD_ff2;
	reg shift, set_RDA;
	reg [7:0] RxD_shift;
	reg [3:0] bit_cnt;
	reg [4:0] baud_cnt;
	wire negedgeRxD;
	reg rst_bit_cnt, rst_baud_cnt;
	assign strt_shift = (baud_cnt == 5'b01000);
	assign negedgeRxD = (~RxD_ff1 && RxD_ff2);
	assign RxD_data = RxD_shift;
	always@(posedge clk, posedge rst) begin
		if(rst) begin
			RxD_ff1 <= 1'b0;
			RxD_ff2 <= 1'b0;
		end
		else begin
			RxD_ff1 <= RxD;
			RxD_ff2 <= RxD_ff1;
		end
	end
	always@(posedge clk, posedge rst) begin
		if(rst) begin
			RxD_shift <= 8'h00;
		end
		else if(shift) begin
			RxD_shift <= {RxD_ff2, RxD_shift[7:1]};
		end
	end
	always@(posedge clk, posedge rst) begin
		if(rst)
			bit_cnt <= 4'h0;
		else if(rst_bit_cnt) begin
			bit_cnt <= 4'h0;
		end
		else if(shift) begin
			bit_cnt <= bit_cnt + 1;
		end
	end
	always@(posedge clk, posedge rst) begin
		if(rst)
			baud_cnt <= 5'h0;
		else if(rst_baud_cnt) begin
			baud_cnt <= 5'h0;
		end
		else if(Baud) begin
			baud_cnt <= baud_cnt + 1;
		end
	end
	always@(posedge clk, posedge rst) begin
		if(rst) begin
			state <= IDLE;
		end
		else begin
			state <= nxt_state;
		end
	end
	always @ (posedge clk, posedge rst) begin
		if(rst)
			RDA <= 0;
		else
			RDA <= set_RDA;
	end
	always@(*) begin
		rst_bit_cnt = 0;
		rst_baud_cnt = 0;
		set_RDA = 0;
		nxt_state = IDLE;
		shift = 0;
		case(state)
			IDLE: begin     
				if(negedgeRxD) begin
					nxt_state = STRTBIT;
					rst_baud_cnt = 1;
				end
			end
			STRTBIT: begin  
				if(strt_shift) begin
					rst_baud_cnt = 1;
					shift = 1;
					rst_bit_cnt = 1;
					nxt_state = RCV;
				end
				else nxt_state = STRTBIT;
			end
			RCV: begin      
				if(baud_cnt == 5'b10000) begin
					shift = 1;
					rst_baud_cnt = 1;
					if(bit_cnt == 4'h7) begin
						nxt_state = DONE;
						set_RDA = 1;
					end
					else begin
						nxt_state = RCV;
					end
				end
				else nxt_state = RCV;
			end
			DONE : begin    
				if(rd_rx)
					nxt_state = IDLE;
				else begin
					nxt_state = DONE;
					set_RDA = 1;
				end
			end
		endcase
	end
endmodule
`timescale 1ns / 1ps
module spart(
    input clk,
    input rst,
    input iocs,
    input iorw,
    output rda,
    output tbr,
    input [1:0] ioaddr,
    inout [7:0] databus,
    output txd,
    input rxd
    );
	wire [7:0] databus_out, bus_interface_out, rx_data_out;
	wire sel, wrt_db_low, wrt_db_high, wrt_tx, tx_rx_en, rd_rx;
	assign databus = sel ? databus_out : 8'bzz;
    bus_interface bus0( .iocs(iocs),
                        .iorw(iorw),
                        .ioaddr(ioaddr),
                        .rda(rda),
                        .tbr(tbr),
                        .databus_in(databus),
						.databus_out(databus_out),
                        .data_in(rx_data_out),
                        .data_out(bus_interface_out),
                        .wrt_db_low(wrt_db_low),
                        .wrt_db_high(wrt_db_high),
                        .wrt_tx(wrt_tx),
						.rd_rx(rd_rx),
						.databus_sel(sel)
                        );
	baud_rate_gen baud0(	.clk(clk), 
							.rst(rst), 
							.en(tx_rx_en), 
							.data(bus_interface_out), 
							.sel_low(wrt_db_low), 
							.sel_high(wrt_db_high)
							);
	tx tx0(	.clk(clk),
			.rst(rst),
			.data(bus_interface_out),
			.en(tx_rx_en),
			.en_tx(wrt_tx),
			.tbr(tbr),
			.TxD(txd)
			);
	rx rx0(	.clk(clk),
			.rst(rst),
			.RxD(rxd),
			.Baud(tx_rx_en),
			.RxD_data(rx_data_out),
			.RDA(rda),
			.rd_rx(rd_rx)
	        );
endmodule
`timescale 1ns / 1ps
module tx(
	input clk,
	input rst,
	input [7:0] data,
	input en,
	input en_tx,
	output reg tbr,
	output TxD
	);
localparam IDLE = 1'b0;
localparam TRANS = 1'b1;
reg [9:0] receive_buffer;
reg [3:0] en_counter, shft_counter;
reg state, nxt_state;
reg shft_start, shft_tick;
reg en_start, en_tick;
reg load, shft;
always @ (posedge clk, posedge rst)
	if(rst)
		state <= IDLE;
	else
		state <= nxt_state;
always @ (posedge clk, posedge rst)
	if(rst)
		receive_buffer <= 10'h001;
	else if (load)
		receive_buffer <= {1'b1,data,1'b0};
	else if (shft)
		receive_buffer <= {1'b1, receive_buffer[9:1]};
always @ (posedge clk, posedge rst)
	if(rst)
		en_counter <= 4'h0;
	else if(en_start)
		en_counter <= 4'hF;
	else if(en_tick)
		en_counter <= en_counter - 1;
always @ (posedge clk, posedge rst)
	if(rst)
		shft_counter <= 4'h0;
	else if(shft_start)
		shft_counter <= 4'h9;
	else if(shft_tick)
		shft_counter <= shft_counter - 1;
assign TxD = receive_buffer[0];
always @ (clk, rst, data, en) begin
	nxt_state = IDLE;
	load = 0;
	en_start = 0;
	en_tick = 0;
	shft_start = 0;
	shft_tick = 0;
	shft = 0;
	tbr = 0;
	case(state)
		IDLE : begin
			tbr = 1;
			if(en_tx) begin
				load = 1;
				en_start = 1;
				shft_start = 1;
				nxt_state = TRANS;
			end
		end
		TRANS : begin
			tbr = 0;
			if(en) begin						 
				if(~(|en_counter)) begin			 
					if(~(|shft_counter)) begin		 
						nxt_state = IDLE;
					end
					else begin				 
						en_start = 1;			 
						shft_tick = 1;
						shft = 1;
						nxt_state = TRANS;
					end
				end
				else begin
					en_tick = 1;				 
					nxt_state = TRANS;			 
				end
			end
			else begin
				nxt_state = TRANS;				 
			end
		end
	endcase
end	
endmodule
--- ./run.sh ---
#!/bin/bash
# OpenROAD 26Q1-2900-gdf79404cd8, Yosys 0.63+post, stock flow scripts
make -C /OpenROAD-flow-scripts/flow DESIGN_CONFIG=/design/flow/config.mk WORK_HOME=/design/flow/orfs finish
--- ./constraint.sdc ---
current_design spart

set clk_period 5.7
set clk_io_pct 0.2

create_clock -name clk0 -period $clk_period [get_ports {clk}]

set non_clock_inputs [all_inputs -no_clocks]
set_input_delay [expr $clk_period * $clk_io_pct] -clock clk0 $non_clock_inputs
set_output_delay [expr $clk_period * $clk_io_pct] -clock clk0 [all_outputs]
==> flow_metrics.py <==
# Flow results
metrics = {
    "setup_path": {
        "cp-end-kind": "output port",
        "path_class": "input port to output port",
        "slowest_delay_ns": 0.51,
        "worstSetupStartpointType": "input port",
        "cp_num_buf_inv": 1,
        "reg2regPathDepth": 6,
        "worst_path_max_delay_cell": "clkdlybuf4s50_1",
        "reg2reg_to": "tx0.shft_counter[3]",
        "path_cells": "clkdlybuf4s50_1, and4bb_2, and2_1",
        "reg2reg_setup_slack_ns": 3.51,
        "rr_startpoint": "tx0.en_counter[0]",
        "cp_top_family": "simple AND/OR/NAND/NOR gates",
        "arrival_ns": 2.24,
        "critPathMaxFanout": 9,
        "cp.required_ns": 4.56,
    },
    "worst_hold_path": {
        "holdPathEnd": "rx0.RxD_ff2",
        "min_path_type": "flop to flop",
        "hold_depth": 0,
        "holdCritStartpoint": "rx0.RxD_ff1",
    },
    "synth": {
        "synth_top_area_share": 0.490,
        "synth-main-ff-cell": "dfrtp_1",
        "yosysTopAreaCell": "dfrtp_1",
        "edf_count": 0,
        "synth.most_common_cell": "dfrtp_1",
        "synth_cell_types": 54,
        "synthCells": 285,
        "async_reset_ff_frac": 1.00,
        "topCellsByArea": "dfrtp_1, nand2_1, mux2_1",
        "yosysSeqAreaShare": 0.508,
        "syn_area_per_cell_um2": 10.4,
        "ys_chip_area_um2": 2960,
        "ys_cells": 285,
        "yosys_warnings": 6,
        "netlist_area_um2": 2960,
        "ys_ff": 60,
        "common_cells": "dfrtp_1, nand2_1, nor2_1, inv_1",
    },
    "power_and_ir_drop": {
        "power_leakage_nw": 1.49,
        "pwr-share-clk": 0.304,
        "pwr-share-seq": 0.485,
        "p_per_area_nw_per_um2": 361,
        "p_sw_w": 0.000370,
        "intPower_w": 0.000848,
        "max-vdd-ir-drop_mv": 0.219,
        "swShare": 0.304,
        "pwr-share-comb": 0.211,
    },
    "drt": {
        "wl_mm": 5.16,
        "via_count": 2048,
        "drtAntennaViolNets": 0,
        "drc": 0,
        "avgRoutedWirePerCell_um": 11.9,
        "drt_iter0_drc": 114,
        "antennaDiodeCount": 0,
        "first_pass_iters": 4,
        "avgViaCountPerCell": 4.73,
    },
    "floorplanning": {
        "coreArea_um2": 9420,
        "pin_count": 18,
        "die_area_um2": 10300,
        "fp.dieW_um": 101,
        "std_cell_rows": 35,
        "initCoreUtil": 0.315,
        "die_h_um": 101,
    },
    "clocking": {
        "cts_hold_buf": 0,
        "postCtsSetupRepairBufs": 0,
        "cts_root_buf": "clkbuf_8",
        "h-tree-depth": 3,
        "clkLatencyLatePin_ns": 0.34,
        "tritoncts": "yes",
        "cts_buffers": 9,
        "cts_buffer_depth": 2,
        "post_cts_resize_count": 0,
        "cts_sinks": 60,
        "path_clk_slew_ns": 0.07,
    },
    "timing": {
        "finalCriticalPeriod_ns": 3.38,
        "max_freq_mhz": 296,
        "final-setup-viol-count": 0,
        "finalCritPeriodShare": 0.594,
        "max_slew_margin": 0.484,
        "fin_tns_setup_ns": 0,
        "rsz0062_at_grt": "no",
        "finalHoldViolations": 0,
        "skew_ns": 0.00365,
        "tightest_slew_ns": 0.774,
        "drv_slew": 0,
    },
    "global_route": {
        "track_usage": 0.115,
        "grt_overflow_total": 0,
        "first_global_vias": 1920,
        "grt_pass1_wl_mm": 9.34,
        "grt_max_degree": 61,
        "antenna_found_initial": 0,
    },
    "place": {
        "port_buffers": 9,
        "place_inst": 417,
        "dp.final_hpwl_mm": 3.34,
        "placed_cell_area_um2": 3180,
        "finalWeightedCongestion": 0.755,
    },
    "cells_and_area": {
        "stdcell_area_um2": 3370,
        "area_growth_pct": 13.9,
        "fin_cells": 433,
        "drive_gt1_frac": 0.105,
    },
    "job": {
        "warning_count": 27,
        "cap_violations": 0,
    },
    "outcome": {
        "outcome": "finished, final reports clean",
    },
}
==> power groups by stage <==
stage / clock network (W) / registers (W) / logic, W
4_1_cts: 0.000383 / 0.000591 / 0.000262
5_1_grt: 0.000406 / 0.000606 / 0.000301
6_report: 0.000370 / 0.000591 / 0.000257
==> metal layers <==
layer	track usage	part of all wire
met2	0.162	0.43
met3	0.0196	0.032
met5	0	0
met1	0.194	0.52
met4	0.0201	0.018
==> stage by stage <==
| step | hold WS [ns] | setup WS [ns] | utilization | total power, W |
|---|---|---|---|---|
| after floorplan | 0.346 | 2.97 | - | 0.000797 |
| after global placement | 0.353 | 2.35 | 0.338 | 0.000846 |
| after detailed placement | 0.362 | 2.33 | 0.338 | 0.000857 |
| after CTS | 0.381 | 2.32 | 0.358 | 0.00124 |
| after global routing | 0.404 | 2.25 | 0.358 | 0.00131 |
| final | 0.380 | 2.32 | 0.358 | 0.00122 |
==> layout by cell type, fill, tap and decap left out, drive strengths merged, types with 2 or more instances in the layout <==
cell | Yosys | layout
a211oi | 3 | 3
a21oi | 16 | 16
a31oi | 4 | 4
a41oi | 2 | 2
and2 | 11 | 11
and3 | 2 | 2
buf | 7 | 2
clkbuf | 1 | 10
clkdlybuf4s50 | 0 | 9
clkinvlp | 0 | 4
dfrtp | 58 | 58
dfstp | 2 | 2
ha | 7 | 7
inv | 17 | 17
mux2 | 8 | 8
mux2i | 6 | 6
nand2 | 31 | 31
nand2b | 3 | 3
nand3 | 16 | 16
nand3b | 2 | 2
nand4b | 4 | 4
nor2 | 20 | 20
nor2b | 6 | 6
nor3 | 4 | 4
nor3b | 3 | 3
nor4 | 5 | 5
nor4b | 2 | 2
o211ai | 2 | 2
o21ai | 7 | 7
o22ai | 2 | 2
or3 | 4 | 4
or3b | 2 | 2
or4 | 4 | 4
xnor2 | 4 | 4
xor2 | 10 | 10
==> cell type report <==
class                           count  area [µm²]
Clock buffer                       10         128
Clock inverter                      6        65.1
Fill cell                         930        6040
Inverter                           17        63.8
Multi-Input combinational cell    200        1350
Sequential cell                    60        1500
Tap cell                          129         161
Timing Repair Buffer               11         105
==> cells by family (layout without fill, tap and decap cells) <==
family          Yosys count  count (layout)  share of synthesized area
simple gates            123             123                      0.242
fa+ha+maj                 7               7                     0.0296
flops                    60              60                      0.508
buf+inv                  25              44                     0.0376
mux                      14              14                     0.0507
xor+xnor                 14              14                     0.0414
compound gates           42              42                     0.0908
==> worst max path at each step <==
stage,startpoint,endpoint,depth (start not counted)
CTS,ioaddr[0],databus[2],3
global route,ioaddr[0],databus[2],3
finish,ioaddr[0],databus[2],3
==> registers in the layout (all words and copies together), names as in the netlist <==
register,count
tx0.state,1
rx0.RxD_shift,8
rx0.state,4
tx0.en_counter,4
rx0.baud_cnt,5
tx0.shft_counter,4
baud0.divisor_buffer,4
tx0.receive_buffer,10
baud0.state,1
rx0.RDA,1
rx0.RxD_ff2,1
rx0.bit_cnt,4
baud0.counter,12
rx0.RxD_ff1,1
Power figures rest on the tool's default switching activity, not on a simulated workload.
