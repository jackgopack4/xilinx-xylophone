[design/flow/config.mk]
export PLATFORM = sky130hd
export DESIGN_NAME = dvi_ifc
export DESIGN_NICKNAME = dvi_ifc
export VERILOG_FILES = /design/flow/design.v
export SDC_FILE = /design/flow/constraint.sdc
export NUM_CORES = 4
export LEC_CHECK = 1
export CORE_UTILIZATION = 30
[design/flow/constraint.sdc]
current_design dvi_ifc

set clk_period 4.2
set clk_io_pct 0.2

create_clock -name clk0 -period $clk_period [get_ports {Clk}]

set non_clock_inputs [all_inputs -no_clocks]
set_input_delay [expr $clk_period * $clk_io_pct] -clock clk0 $non_clock_inputs
set_output_delay [expr $clk_period * $clk_io_pct] -clock clk0 [all_outputs]
[design/flow/design.v]
`timescale 1ns / 1ps
module dvi_ifc(
  Clk,                           
  Reset_n,                       
  SDA,                           
  SCL,                           
  Done,                          
  IIC_xfer_done,                 
  init_IIC_xfer                  
  );
parameter C_I2C_SLAVE_ADDR = 7'b1110110;
parameter CLK_RATE_MHZ = 25,  
          SCK_PERIOD_US = 30, 
          TRANSITION_CYCLE = (CLK_RATE_MHZ * SCK_PERIOD_US) / 2,
          TRANSITION_CYCLE_MSB = 11;  
input          Clk;
input          Reset_n;
inout          SDA;
inout          SCL;
output         Done;
output         IIC_xfer_done;
input          init_IIC_xfer;
localparam    IDLE           = 3'd0,
              INIT           = 3'd1,
              START          = 3'd2,
              CLK_FALL       = 3'd3,
              SETUP          = 3'd4,
              CLK_RISE       = 3'd5,
              WAIT_IIC       = 3'd6,
              XFER_DONE      = 3'd7,
              START_BIT      = 1'b1,
              ACK            = 1'b1,
              WRITE          = 1'b0,
              REG_ADDR0      = 8'h49,
              REG_ADDR1      = 8'h21,
              REG_ADDR2      = 8'h33,
              REG_ADDR3      = 8'h34,
              REG_ADDR4      = 8'h36,
              DATA0          = 8'hC0,
              DATA1          = 8'h09,
              DATA2a         = 8'h06,
              DATA3a         = 8'h26,
              DATA4a         = 8'hA0,
              DATA2b         = 8'h08,
              DATA3b         = 8'h16,
              DATA4b         = 8'h60,
              STOP_BIT       = 1'b0,            
              SDA_BUFFER_MSB = 27; 
wire [6:0]    SLAVE_ADDR = C_I2C_SLAVE_ADDR ;
reg                          SDA_out; 
reg                          SCL_out;  
reg [TRANSITION_CYCLE_MSB:0] cycle_count;
reg [2:0]                    c_state;
reg [2:0]                    n_state;
reg                          Done;   
reg [2:0]                    write_count;
reg [31:0]                   bit_count;
reg [SDA_BUFFER_MSB:0]       SDA_BUFFER;
wire                         transition; 
reg                          IIC_xfer_done;
always @ (posedge Clk, negedge Reset_n) 
begin : I2C_CLK_DATA
     if (~Reset_n)
      begin
        SDA_out <= 1'b1;
        SCL_out <= 1'b1;
      end
    else if(c_state == IDLE )
      begin
        SDA_out <= 1'b1;
        SCL_out <= 1'b1;
      end
    else if (c_state == INIT && transition) 
      begin 
        SDA_out <= 1'b0;
      end
    else if (c_state == SETUP) 
      begin
        SDA_out <= SDA_BUFFER[SDA_BUFFER_MSB];
      end
    else if (c_state == CLK_RISE && cycle_count == TRANSITION_CYCLE/2 
                                 && bit_count == SDA_BUFFER_MSB) 
      begin
        SDA_out <= 1'b1;
      end
    else if (c_state == CLK_FALL) 
      begin
        SCL_out <= 1'b0;
      end
    else if (c_state == CLK_RISE) 
      begin
        SCL_out <= 1'b1;
      end
end
assign SDA = SDA_out;
assign SCL = SCL_out;
always @ (posedge Clk, negedge Reset_n) 
begin : SDA_BUF
    if(~Reset_n) 
      begin
        SDA_BUFFER  <= {SLAVE_ADDR,WRITE,ACK,REG_ADDR0,ACK,DATA0,ACK,STOP_BIT};
        cycle_count <= 0;
      end
    else if ( c_state==SETUP && cycle_count==TRANSITION_CYCLE)
      begin
        SDA_BUFFER <= {SDA_BUFFER[SDA_BUFFER_MSB-1:0],1'b0};
        cycle_count <= 0; 
      end
    else if ( cycle_count==TRANSITION_CYCLE)
       cycle_count <= 0; 
    else if (c_state==INIT && init_IIC_xfer==1'b1) 
      begin
       SDA_BUFFER <= {SLAVE_ADDR,WRITE,ACK,8'h0 ,
                                       ACK,8'h0 , ACK,STOP_BIT};
       cycle_count <= cycle_count+1;
      end   
    else if (c_state==WAIT_IIC )
      begin
        case(write_count)
          0:SDA_BUFFER <= {SLAVE_ADDR,WRITE,ACK,REG_ADDR1,ACK,DATA1, 
                                                          ACK,STOP_BIT};
          1:SDA_BUFFER <= {SLAVE_ADDR,WRITE,ACK,REG_ADDR2,ACK,DATA2b,
                                                          ACK,STOP_BIT};
          2:SDA_BUFFER <= {SLAVE_ADDR,WRITE,ACK,REG_ADDR3,ACK,DATA3b,
                                                          ACK,STOP_BIT};
          3:SDA_BUFFER <= {SLAVE_ADDR,WRITE,ACK,REG_ADDR4,ACK,DATA4b,
                                                          ACK,STOP_BIT};
        default: SDA_BUFFER <=28'dx;
        endcase 
        cycle_count <= cycle_count+1;
      end
    else
      cycle_count <= cycle_count+1;
end
always @ (posedge Clk, negedge Reset_n)
begin : GEN_WRITE_CNT
 if(~Reset_n)
   write_count<=3'd0;
 else if (c_state == WAIT_IIC && cycle_count == TRANSITION_CYCLE && IIC_xfer_done==1'b0 )
   write_count <= write_count+1;
end    
always @ (posedge Clk, negedge Reset_n) 
begin : TRANS_DONE
    if(~Reset_n)
      Done <= 1'b0;
    else if (c_state == IDLE)
      Done <= 1'b1;
end
always @ (posedge Clk, negedge Reset_n) 
begin : BIT_CNT
	if(~Reset_n ) 
       bit_count <= 0;
    else if(c_state == WAIT_IIC) 
       bit_count <= 0;
    else if ( c_state == CLK_RISE && cycle_count == TRANSITION_CYCLE)
       bit_count <= bit_count+1;
end    
always @ (posedge Clk, negedge Reset_n) 
begin : NEXT_STATE
    if(~Reset_n)
       c_state <= INIT;
    else 
       c_state <= n_state;
end    
assign transition = (cycle_count == TRANSITION_CYCLE); 
always @ (Reset_n, init_IIC_xfer, transition, bit_count, write_count,
          c_state) 
begin : I2C_SM_CMB
   case(c_state) 
       IDLE: begin
           if(~Reset_n | init_IIC_xfer) 
             n_state = INIT;
           else 
             n_state = IDLE;
           IIC_xfer_done = 1'b0;
       end
       INIT: begin
          if (transition) 
            n_state = START;
          else 
            n_state = INIT;
          IIC_xfer_done = 1'b0;
       end
       START: begin
          if( transition) 
            n_state = CLK_FALL;
          else 
            n_state = START;
          IIC_xfer_done = 1'b0;
       end
       CLK_FALL: begin
          if( transition) 
            n_state = SETUP;
          else 
            n_state = CLK_FALL;
          IIC_xfer_done = 1'b0;
       end
       SETUP: begin
          if( transition) 
            n_state = CLK_RISE;
          else 
            n_state = SETUP;
          IIC_xfer_done = 1'b0;
       end
       CLK_RISE: begin
          if( transition && bit_count == SDA_BUFFER_MSB) 
            n_state = WAIT_IIC;
          else if (transition )
            n_state = CLK_FALL;  
          else 
            n_state = CLK_RISE;
          IIC_xfer_done = 1'b0;
       end  
       WAIT_IIC: begin
          IIC_xfer_done = 1'b0;          
          if((transition && write_count <= 3'd3))
            begin
              n_state = INIT;
            end
          else if (transition ) 
            begin
              n_state = XFER_DONE;
            end  
          else 
            begin 
              n_state = WAIT_IIC;
            end  
         end 
       XFER_DONE: begin
          IIC_xfer_done = 1'b1;
          if(transition)
              n_state = IDLE;
          else 
              n_state = XFER_DONE;
         end 
       default: n_state = IDLE;
   endcase
end
endmodule
[design/flow/run.sh]
#!/bin/bash
# OpenROAD 26Q1-2900-gdf79404cd8, Yosys 0.63+post, stock flow scripts
make -C /OpenROAD-flow-scripts/flow DESIGN_CONFIG=/design/flow/config.mk WORK_HOME=/design/flow/orfs finish
==> metrics.log <==
[flow] collecting metrics
INFO  metric synth_seq_share = 52.4%
INFO  metric flop_cell = dfrtp_1
INFO  metric clk_path_buf_depth = 2
INFO  metric synthesis.instances = around 400
INFO  metric yosys-mux-area-fraction = less than 1%
INFO  metric cts.root.buffer_cell = clkbuf_16
INFO  metric cts_bufs_inserted = 9
INFO  metric cts_num_sinks = approximately 85
INFO  metric synthesis.area = 4090 sq um
INFO  metric synth_top_cell_by_area = dfrtp_1
INFO  metric design.portCount = 7
INFO  metric synth_stat.cells = slightly above 400
INFO  metric top_area_share = 42.2%
INFO  metric x_dimension_of_the_die = 119 um
INFO  metric rows = 42
INFO  metric async_reset_ff_share = 100%
INFO  metric cts_setup_buffers = 0
INFO  metric cts_hold_buffers = 0
INFO  metric ys_seq_elements = 85
INFO  metric post_cts_resize_count = 0
INFO  metric buffer_ports.inserted = 4
INFO  metric yosys.area_share.aoi = 12.9%
INFO  metric post_synth_and_or_nand_nor_area_fraction = 22.7%
INFO  metric tool.error = [error] [KeplerFormal.cpp:679] Workflow failed: Iso has multiple drivers: .SCL0, SCL$_DFFE_PN1P_.Q0
INFO  metric fa_ha_area_share = 2.14%
INFO  metric synth_xor_xnor_area_share = 5.99%
INFO  metric synthTopLogicFamily = simple AND/OR/NAND/NOR gates
INFO  metric half_perimeter_wire_length_after_detailed_placement = 5240 um
INFO  metric floorplan.core_util = 30.8%
INFO  metric yosysUniqueCellTypes = 50
INFO  metric halt_stage = clock tree synthesis
INFO  metric finalWeightedCongestion = between 0.7 and 0.8
INFO  metric run_status = did not finish
INFO  metric detailedPlace.worstSlack = between 1.5 and 2 ns
INFO  metric number_of_synthesized_flops_with_an_enable_pin = 0
INFO  metric die_height = 119 um
INFO  metric yosysChipArea = between 4000 and 5000 sq um
INFO  metric synth.yosys.warnings = 1
INFO  metric synthesis.area_per_instance = 10.1 sq um
INFO  metric synthTopCellsByArea = dfrtp_1 42%, dfstp_2 10%, xor2_1 3.6%, nor2_1 3.5%, nand4_1 3.4%
INFO  metric htree_levels = 3
metrics by stage:
step | instance area (sq um) | cells
3_3_place_gp | 4320 | 574
2_1_floorplan | 4090 | 405
3_5_place_dp | 4320 | 574
synth_stat cells (3+ instances only):
master	n
clkbuf_1	11
buf_2	4
o21ai_0	23
nor3_1	6
nand3_1	18
a22o_1	8
nand2_1	27
mux2i_1	3
inv_1	15
and3_1	11
xnor2_1	11
a21oi_1	25
nor4_1	8
nor2_1	38
nand4_1	22
dfstp_2	16
nor2b_1	3
xor2_1	17
dfrtp_1	69
or3_1	10
a31oi_1	6
and2_1	6
ha_1	7
or2_2	3
o22a_1	7
cells by family after synthesis:
logic type | Yosys count
AND-OR/OR-AND | 83
XOR/XNOR | 28
adder cells (fa/ha/maj) | 7
buffers and inverters | 31
flip-flops | 85
multiplexers | 3
AND/OR/NAND/NOR | 168
